$ cat /design/flow/design.v
module slb(
    input clk,
    input rst,
    input rdy,
    input [5:0] in_decode_op,
    input [3:0] in_decode_reorder, 
    input [31:0] in_decode_imm,
    input [31:0] in_decode_value1,
    input [31:0] in_decode_value2,
    input [3:0] in_decode_reorder1,
    input [3:0] in_decode_reorder2,
    input [31:0] in_rob_update_value,
    input [3:0] in_rob_update_reorder, 
    output out_fetcher_idle,
    input in_slb_misbranch,
    input in_mem_get_data,
    input [31:0] in_mem_data,
    output reg out_mem_get_data,  
    output reg [2:0] out_mem_get_size,  
    output reg [31:0] out_mem_address,
    output reg out_mem_signed,
    output reg [31:0] out_rob_mem_destination,  
    output reg [31:0] out_rob_mem_value,
    output reg [3:0] out_rob_reorder
);
    localparam IDLE = 1'b0,WAIT_MEM = 1'b1;
    reg status;  
    reg busy [(16-1):0];
    wire ready_to_issue [(16-1):0];  
    wire ready_to_calculate [(16-1):0];  
    reg address_ready [(16-1):0];
    wire [3:0] calculate_tag; 
    reg [3:0] head;
    reg [3:0] tail;
    reg [5:0] ops [(16-1):0];
    reg [31:0] address [(16-1):0];
    reg [31:0] value1 [(16-1):0];
    reg [31:0] value2 [(16-1):0];
    reg [3:0] reorder1 [(16-1):0];
    reg [3:0] reorder2 [(16-1):0];
    reg [3:0] rd_reorder [(16-1):0];
    reg [31:0] imms [(16-1):0];
    wire [3:0] nextPtr;
    wire [3:0] nowPtr;
    assign nextPtr = tail % (16-1) + 1;  
    assign nowPtr = head % (16-1) + 1;
    assign out_fetcher_idle = (nextPtr != head);
    reg debug_ready;
    reg debug_address;
    reg [3:0] debug_reorder2;
    wire [3:0] debug_reorder_10;
    wire [3:0] debug_reorder_9;
    assign debug_reorder_10 = rd_reorder[10];
    assign debug_reorder_9 = rd_reorder[9];
    wire [3:0] debug_reorder_8;
    assign debug_reorder_8 = rd_reorder[8];
    wire [3:0] debug_reorder1_3;
    assign debug_reorder1_3 = reorder1[3];
    wire [3:0] debug_reorder2_3;
    assign debug_reorder2_3 = reorder2[3];
    wire [3:0] debug_reorder1_1;
    assign debug_reorder1_1 = reorder1[1];
    wire [3:0] debug_reorder2_1;
    assign debug_reorder2_1 = reorder2[1];
    wire [3:0] debug_reorder1_2;
    assign debug_reorder1_2 = reorder1[2];
    wire [3:0] debug_reorder2_2;
    assign debug_reorder2_2 = reorder2[2];
    wire [3:0] debug_reorder1_6;
    assign debug_reorder1_6 = reorder1[6];
    wire [3:0] debug_reorder2_6;
    assign debug_reorder2_6 = reorder2[6];
    wire [31:0] debug_value1_6;
    assign debug_value1_6 = value1[6];
    wire [31:0] debug_value2_6;
    assign debug_value2_6 = value2[6];
    wire [31:0] debug_imms_6;
    assign debug_imms_6 = imms[6];
    wire [3:0] debug_reorder1_9;
    assign debug_reorder1_9 = reorder1[9];
    wire [3:0] debug_reorder2_9;
    assign debug_reorder2_9 = reorder2[9];
    wire [31:0] debug_value1_9;
    assign debug_value1_9 = value1[9];
    wire [31:0] debug_value2_9;
    assign debug_value2_9 = value2[9];
    wire [31:0] debug_imms_9;
    assign debug_imms_9 = imms[9];
    wire [5:0] debug_ops_9;
    assign debug_ops_9 = ops[9];
    reg debug_in;
    reg [31:0] debug_value;
    wire ready_issue_1;
    assign ready_issue_1 = ready_to_issue[1];
    wire busy_1;
    assign busy_1 = busy[1];
    wire address_ready_1;
    assign address_ready_1 = address_ready[1];
    wire [5:0] op_1;
    assign op_1 = ops[1];
    genvar i;
    generate
        for (i = 1;i < 16;i = i + 1) begin
            assign ready_to_issue[i] = (busy[i] == 1'b1) && (reorder2[i] == 4'b0) && (address_ready[i] == 1'b1);
            assign ready_to_calculate[i] = (busy[i] == 1'b1) && (reorder1[i] == 4'b0) && (address_ready[i] == 1'b0);
        end
    endgenerate
    assign calculate_tag = ready_to_calculate[1] ? 1 :
                           ready_to_calculate[2] ? 2 :
                           ready_to_calculate[3] ? 3 :
                           ready_to_calculate[4] ? 4 :
                           ready_to_calculate[5] ? 5 :
                           ready_to_calculate[6] ? 6 :
                           ready_to_calculate[7] ? 7 :
                           ready_to_calculate[8] ? 8 :
                           ready_to_calculate[9] ? 9 :
                           ready_to_calculate[10] ? 10 :
                           ready_to_calculate[11] ? 11 :
                           ready_to_calculate[12] ? 12 :
                           ready_to_calculate[13] ? 13 :
                           ready_to_calculate[14] ? 14 :
                           ready_to_calculate[15] ? 15 : 4'b0;
    integer j;
  always @(posedge clk) begin
    if (rst == 1'b1) begin
        head <= 0;
        tail <= 0;
        out_mem_get_data <= 1'b0;
        out_rob_reorder <= 4'b0;
        status <= IDLE;
        for (j = 0;j < 16;j = j + 1) begin
            busy[j] <= 1'b0;
            address_ready[j] <= 1'b0;
        end
        debug_in <= 1'b0;
        debug_value <= 32'b0;
    end else if (rdy == 1'b1 && in_slb_misbranch == 1'b0) begin
        out_mem_get_data <= 1'b0;
        out_rob_mem_destination <= 32'b0;
        out_rob_reorder <= 4'b0;
        debug_ready <= ready_to_issue[3];
        debug_address <= address_ready[3];
        debug_reorder2 <= reorder2[3];
        if (ready_to_issue[nowPtr] == 1'b1) begin
            if (status == IDLE) begin
                case (ops[nowPtr])
                    6'b111111:begin end  
                    6'b1111,6'b10001,6'b10000:begin
                        status <= IDLE;
                        out_rob_mem_destination <= address[nowPtr];
                        out_rob_mem_value <= value2[nowPtr];
                        out_rob_reorder <= rd_reorder[nowPtr];
                        busy[nowPtr] <= 1'b0;
                        address_ready[nowPtr] <= 1'b0;
                        head <= nowPtr; 
                    end
                    6'b1010,6'b1101:begin
begin
                            status <= WAIT_MEM;
                            out_mem_get_data <= 1'b1;
                            out_mem_signed <= (ops[nowPtr] == 6'b1010) ? 1 : 0;
                            out_mem_get_size <= 1;
                            out_mem_address <= address[nowPtr];
                        end
                    end
                    6'b1011,6'b1110:begin
                        status <= WAIT_MEM;
                        out_mem_get_data <= 1'b1;
                        out_mem_signed <= (ops[nowPtr] == 6'b1011) ? 1 : 0;
                        out_mem_get_size <= 2;
                        out_mem_address <= address[nowPtr];
                    end
                    6'b1100:begin
                        status <= WAIT_MEM;
                        out_mem_get_data <= 1'b1;
                        out_mem_get_size <= 4;
                        out_mem_address <= address[nowPtr];
                    end
                endcase
            end else if (status == WAIT_MEM) begin
                if (in_mem_get_data == 1'b1) begin
                    out_rob_reorder <= rd_reorder[nowPtr];
                    out_rob_mem_value <= in_mem_data;
                    status <= IDLE;
                    busy[nowPtr] <= 1'b0;
                    address_ready[nowPtr] <= 1'b0;
                    head <= nowPtr;
                end
            end
        end
        if (calculate_tag != 4'b0) begin
            address[calculate_tag] <= value1[calculate_tag] + imms[calculate_tag];
            address_ready[calculate_tag] <= 1'b1;
        end
        if (in_decode_reorder != 4'b0) begin
            busy[nextPtr] <= 1'b1;
            tail <= nextPtr;
            rd_reorder[nextPtr] <= in_decode_reorder;
            ops[nextPtr] <= in_decode_op;
            address_ready[nextPtr] <= 1'b0;
            imms[nextPtr] <= in_decode_imm;
            value1[nextPtr] <= in_decode_value1;
            value2[nextPtr] <= in_decode_value2;
            reorder1[nextPtr] <= in_decode_reorder1;
            reorder2[nextPtr] <= in_decode_reorder2;
            if (in_decode_reorder1 != 4'b0 && in_decode_reorder1 == in_rob_update_reorder) begin
                reorder1[nextPtr] <= 4'b0;
                value1[nextPtr] <= in_rob_update_value;
            end
            if (in_decode_reorder2 != 4'b0 && in_decode_reorder2 == in_rob_update_reorder) begin
                reorder2[nextPtr] <= 4'b0;
                value2[nextPtr] <= in_rob_update_value;
            end 
        end
        if (in_rob_update_reorder != 4'b0) begin
            for (j = 1;j < 16;j = j + 1) begin
                if (busy[j] == 1'b1) begin
                    if (reorder1[j] == in_rob_update_reorder) begin
                        reorder1[j] <= 4'b0;
                        value1[j] <= in_rob_update_value;
                    end
                    if (reorder2[j] == in_rob_update_reorder) begin
                        reorder2[j] <= 4'b0;
                        value2[j] <= in_rob_update_value;
                    end
                end
            end
        end
    end else if (rdy == 1'b1 && in_slb_misbranch == 1'b1) begin
        head <= 0;
        tail <= 0;
        out_mem_get_data <= 1'b0;
        out_rob_reorder <= 4'b0;
        status <= IDLE;
        for (j = 0;j < 16;j = j + 1) begin
            busy[j] <= 1'b0;
            address_ready[j] <= 1'b0;
            reorder1[j] = 4'b0;
            reorder2[j] = 4'b0; 
        end
    end
    else begin
    end
  end
endmodule
$ cat /design/flow/run.sh
#!/bin/bash
# OpenROAD 26Q1-2900-gdf79404cd8, Yosys 0.63+post, stock flow scripts
make -C /OpenROAD-flow-scripts/flow DESIGN_CONFIG=/design/flow/config.mk WORK_HOME=/design/flow/orfs finish
$ cat /design/flow/config.mk
export PLATFORM = sky130hd
export DESIGN_NAME = slb
export DESIGN_NICKNAME = slb
export VERILOG_FILES = /design/flow/design.v
export SDC_FILE = /design/flow/constraint.sdc
export NUM_CORES = 4
export LEC_CHECK = 1
export CORE_UTILIZATION = 30
$ cat /design/flow/constraint.sdc
current_design slb

set clk_period 42.2
set clk_io_pct 0.2

create_clock -name clk0 -period $clk_period [get_ports {clk}]

set non_clock_inputs [all_inputs -no_clocks]
set_input_delay [expr $clk_period * $clk_io_pct] -clock clk0 $non_clock_inputs
set_output_delay [expr $clk_period * $clk_io_pct] -clock clk0 [all_outputs]
==> results.json <==
{
  "status": "complete, no violations",
  "final_cell_area_um2": 126000,
  "switching_power_mw": 1.18,
  "yosys_cells": 6837,
  "ys_sh_simple_pct": 4.66,
  "ys_types": 83,
  "dp_cells": 11588,
  "finalHoldViolCount": 0,
  "slowest_delay_ns": 0.81,
  "flop_cell": "edfxtp_1",
  "final_cell_mix": "edfxtp_1, mux2_2, nand2_1",
  "clock_latency_ns": 0.86,
  "port_buffers": 292,
  "worst_slew_pin_slew_ns": 0.939,
  "synth_area_per_cell_um2": 15.8,
  "grt_max_degree": 101,
  "path_delay_family": "buffers and inverters",
  "core_area_um2": 359000,
  "postRouteAntennaNets": 0,
  "numCtsBuffers": 271,
  "cts.path.max_buffers": 4,
  "slew_headroom_pct": 37.4,
  "die_height_um": 603,
  "synth_area_um2": 108000,
  "die_w_um": 603,
  "hp-start": "out_mem_get_data",
  "finalSetupTns_ns": 0,
  "period_needed_ns": 11.82,
  "cp-end-kind": "flop",
  "fmax_mhz": 84.6,
  "areaGrowthSynthToFinish_pct": 16.1,
  "grt_usage_pct": 19.5,
  "drc_errors": 0,
  "seqPwrFrac_pct": 51.3,
  "wl_per_cell_um": 28.0,
  "grt_pass1_wl_um": 482000,
  "place_congestion": 0.890,
  "ys_seq_share_pct": 67.0,
  "cp_slowest_cell": "clkdlybuf4s50_1",
  "xor_area_share_pct": 1.33,
  "tool_warnings": 33,
  "period_used_pct": 28.0,
  "ir_worst_vdd_mv": 0.0353,
  "wirelength_um": 338000,
  "overflow": 0,
  "via_per_inst": 5.34,
  "clkPwrFrac_pct": 42.5,
  "timing_worst_setup_path_type": "in2reg",
  "crit_fanout": 27,
  "path_buffers": 3,
  "crit_end": "value1[1][10]",
  "switching_share_pct": 22.0,
  "adder_share_pct": 0.446,
  "setup_viol": 0,
  "grtUsageMet3_pct": 13.8,
  "cts_sinks": 2472,
  "firstDrtPassIters": 8,
  "cts_tree": "built",
  "top_logic_kind": "multiplexers",
  "cts-root-buf": "clkbuf_16",
  "use_met1_pct": 22.1,
  "worst-path-stages": 7,
  "floorplan.core_util_pct": 30.1,
  "postSynthCellCount": 6837,
  "dp_hpwl_um": 197000,
  "drive_gt1_share_pct": 28.9,
  "power_density_nw_per_um2": 42.6,
  "final_cells": 12078,
  "r2r-start": "reorder1[14][3]",
  "arrival_ns": 12.26,
  "rsz0062_at_grt": "false",
  "start_kind": "input port",
  "crit_top_cell": "buf_4",
  "maxSlewViolCount": 0,
  "r2r_slack_ns": 33.52,
  "clock_skew_ns": 0.0804,
  "synth_warnings": 2,
  "cp-startpoint": "in_decode_reorder[1]",
  "first_iter_violations": 4425,
  "synth_flops": 2472,
  "synthArstFlopShare_pct": 0,
  "cts_setup_buffers": 0,
  "use_met2_pct": 29.5,
  "hold_buffers": 0,
  "edf_count": 2308,
  "clk_pin_slew_ns": 0.06,
  "cp.required_ns": 42.65,
  "crit_chain": "clkdlybuf4s50_1, or4_1, nand2_1, nor3_2, buf_4, or2_2, buf_4",
  "power_leakage_nw": 40.7,
  "die-area_um2": 363000,
  "dpl_cell_area_um2": 117000,
  "worst_r2r_endpoint": "address[7][30]",
  "synth.area.mux_share_pct": 17.3,
  "cts_resized": 0,
  "mostFrequentLayoutCell": "edfxtp_1",
  "grt_pass1_vias": 68504,
  "holdWs_ns": 0.459,
  "internal_power_mw": 4.17,
  "p_comb_share_pct": 6.3,
  "hp-class": "reg2reg",
  "ff2ff_path_depth": 27,
  "route.vias.total": 64522,
  "drv_cap": 0,
  "ys_sh_aoi_pct": 6.80,
  "h-tree-depth": 5,
  "rows": 220,
  "ys_area_um2": 108000,
  "antenna_found_initial": 40,
  "busiest_layer": "met2",
  "io_pins": 293
}
==> final cells by class <==
type	instances	area, um2
Fill cell	33019	233000
Sequential cell	2472	72600
Multi-Input combinational cell	3747	33600
Clock buffer	339	7200
Tap cell	4773	5970
Timing Repair Buffer	564	5010
Clock inverter	134	1220
Inverter	32	120
Antenna cell	17	42.5
==> worst reg2reg max path: stages (launching register included) <==
cell and delay, ns:
dfxtp_1 0.33, or4_1 0.57, or3b_2 0.52, a211oi_1 0.31, o211ai_1 0.20, nand3_1 0.23, and2_4 0.49, nand2_4 0.50
buf_4 0.47, buf_4 0.36, o221ai_1 0.25, nand2_1 0.11, o221ai_1 0.11, a21oi_1 0.19, ha_1 0.34, fa_1 0.46
a21oi_1 0.20, o21ai_0 0.23, a2bb2oi_1 0.25, a221o_1 0.37, o21ai_0 0.43, o21a_1 0.31, o21bai_1 0.15, o41ai_1 0.39
o21ai_0 0.17, a21oi_1 0.20, xnor2_1 0.09, buf_4 0.19
==> stage by stage <==
stage                     util (%)  setup WS [ns]  power, mW
after floorplan                  -          28.34       2.98
after global placement        32.7          29.47       3.12
after detailed placement      32.7          29.61       3.13
after CTS                     35.0          30.39       5.39
after global routing          35.0          30.16       5.51
final                         35.0          30.38       5.35
==> state kept, by name, indices dropped and copies added, names as in the netlist <==
| register | cells |
|---|---|
| address_ready | 15 |
| out_mem_signed | 1 |
| out_rob_reorder | 4 |
| imms | 512 |
| reorder2 | 60 |
| out_rob_mem_destination | 32 |
| out_rob_mem_value | 32 |
| busy | 15 |
| head | 4 |
| rd_reorder | 64 |
| address | 512 |
| out_mem_get_data | 1 |
| reorder1 | 60 |
| value1 | 512 |
| tail | 4 |
| value2 | 512 |
| ops | 96 |
| out_mem_get_size | 3 |
| status | 1 |
| out_mem_address | 32 |
==> metal layers <==
layer / vias up / share of wire, %
li1: 27648 / -
met1: 31946 / 34
met2: 4236 / 46
met3: 674 / 16
met4: 18 / 3.7
met5: - / 0.064
==> cells in the mapped netlist (9+ instances only) <==
| master | instances | area share, % |
|---|---|---|
| edfxtp_1 | 2308 | 64 |
| mux2_2 | 1026 | 11 |
| nand2_1 | 547 | 1.9 |
| clkbuf_1 | 493 | 1.7 |
| mux4_2 | 293 | 6.1 |
| a21oi_1 | 225 | 1.0 |
| nor2_1 | 165 | 0.57 |
| dfxtp_1 | 164 | 3.0 |
| xor2_1 | 135 | 1.1 |
| o22ai_1 | 130 | 0.75 |
| o221ai_1 | 127 | 1.0 |
| a31oi_1 | 108 | 0.62 |
| nor3_1 | 106 | 0.49 |
| o22a_1 | 88 | 0.71 |
| buf_2 | 85 | 0.39 |
| o21ai_0 | 83 | 0.38 |
| a22oi_1 | 80 | 0.55 |
| a222oi_1 | 61 | 0.56 |
| nor4_1 | 60 | 0.35 |
| mux2i_1 | 51 | 0.47 |
| a22o_1 | 39 | 0.32 |
| ha_1 | 37 | 0.43 |
| and3_1 | 36 | 0.21 |
| nand2b_1 | 34 | 0.20 |
| a221oi_1 | 33 | 0.27 |
| inv_1 | 29 | 0.10 |
| buf_1 | 26 | 0.090 |
| xnor2_1 | 26 | 0.21 |
| nand3_1 | 24 | 0.11 |
| or2_2 | 24 | 0.14 |
| or3_1 | 18 | 0.10 |
| a211oi_1 | 14 | 0.097 |
| nand3b_1 | 13 | 0.090 |
| a21o_1 | 12 | 0.083 |
| and2_1 | 10 | 0.058 |
| buf_4 | 10 | 0.069 |
| nand4b_1 | 9 | 0.073 |
==> power by group through the flow <==
stage / clock network (mW) / registers [mW] / logic [mW]
CTS: 2.31 / 2.75 / 0.333
finish: 2.27 / 2.75 / 0.335
global route: 2.40 / 2.75 / 0.362
==> worst min path at each step <==
| stage | endpoint | slack [ns] | cells after the start |
|---|---|---|---|
| final | out_mem_get_data | 0.46 | 1 |
| after global routing | out_mem_get_data | 0.49 | 1 |
| after CTS | out_mem_get_data | 0.46 | 1 |
==> cells by family after synthesis <==
group / Yosys count
compound gates: 1049
xor+xnor: 162
fa+ha+maj: 38
buf+inv: 649
flops: 2472
mux: 1373
other cells: 1
simple gates: 1093
Power figures rest on the tool's default switching activity, not on a simulated workload.
