## flow/config.mk

```make
export PLATFORM = sky130hd
export DESIGN_NAME = rs
export DESIGN_NICKNAME = rs
export VERILOG_FILES = /design/flow/design.v
export SDC_FILE = /design/flow/constraint.sdc
export NUM_CORES = 4
export LEC_CHECK = 1
export CORE_UTILIZATION = 30
```

## flow/constraint.sdc

```tcl
current_design rs

set clk_period 50.1
set clk_io_pct 0.2

create_clock -name clk0 -period $clk_period [get_ports {clk}]

set non_clock_inputs [all_inputs -no_clocks]
set_input_delay [expr $clk_period * $clk_io_pct] -clock clk0 $non_clock_inputs
set_output_delay [expr $clk_period * $clk_io_pct] -clock clk0 [all_outputs]
```

## flow/design.v

```verilog
module rs(
    input clk,
    input rst,
    input rdy,
    input [5:0] in_decode_op,
    input [31:0] in_decode_pc,
    input [3:0] in_decode_reorder, 
    input [31:0] in_decode_imm,
    input [31:0] in_decode_value_rs1,
    input [31:0] in_decode_value_rs2,
    input [3:0] in_decode_reorder_rs1,
    input [3:0] in_decode_reorder_rs2, 
    input in_rob_ready_rs1, 
    input in_rob_ready_rs2, 
    input [31:0] in_rob_value_rs1,
    input [31:0] in_rob_value_rs2,
    input [31:0] in_rob_update_value,
    input [3:0] in_rob_update_reorder,  
    output out_fetcher_idle,
    input in_rs_misbranch,
    output reg [5:0] out_alu_op,  
    output reg [31:0] out_alu_value_rs1,
    output reg [31:0] out_alu_value_rs2,
    output reg [31:0] out_alu_imm,
    output reg [31:0] out_alu_pc,
    output reg [3:0] out_alu_reorder
);
    reg busy [(16-1):0];  
    wire [3:0] free_line;  
    wire ready [(16-1):0];  
    wire [3:0] ready_line;
    reg [31:0] pcs [(16-1):0];
    reg [31:0] rs1_value [(16-1):0];
    reg [31:0] rs2_value [(16-1):0];
    reg [3:0] rs1_reorder [(16-1):0];
    reg [3:0] rs2_reorder [(16-1):0];
    reg [31:0] imms [(16-1):0];
    reg [5:0] ops [(16-1):0];
    reg [3:0] reorder [(16-1):0];
    reg debug;
    wire debug_;
    wire [31:0] debug_wire_pc1;
    wire [31:0] debug_wire_pc2;
    wire [31:0] debug_wire_pc3;
    wire [31:0] debug_wire_pc4;
    wire [31:0] debug_wire_pc5;
    wire [31:0] debug_wire_pc6;
    wire [31:0] debug_wire_pc7;
    wire [31:0] debug_wire_pc8;
    wire [31:0] debug_wire_pc9;
    wire [31:0] debug_wire_pc10;
    wire [31:0] debug_wire_pc11;
    wire [31:0] debug_wire_pc12;
    wire [31:0] debug_wire_pc13;
    wire [31:0] debug_wire_pc14;
    wire [31:0] debug_wire_pc15;
    assign debug_wire_pc1 = pcs[1];
    assign debug_wire_pc2 = pcs[2];
    assign debug_wire_pc3 = pcs[3];
    assign debug_wire_pc4 = pcs[4];
    assign debug_wire_pc5 = pcs[5];
    assign debug_wire_pc6 = pcs[6];
    assign debug_wire_pc7 = pcs[7];
    assign debug_wire_pc8 = pcs[8];
    assign debug_wire_pc9 = pcs[9];
    assign debug_wire_pc10 = pcs[10];
    assign debug_wire_pc11 = pcs[11];
    assign debug_wire_pc12 = pcs[12];
    assign debug_wire_pc13 = pcs[13];
    assign debug_wire_pc14 = pcs[14];
    assign debug_wire_pc15 = pcs[15];
    wire [3:0] debug_rs2_reorder_1;
    wire [31:0] debug_rs2_value_1;
    wire [3:0] debug_rs1_reorder_1;
    wire [31:0] debug_rs1_value_1;
    assign debug_rs2_reorder_1 = rs2_reorder[1];
    assign debug_rs1_reorder_1 = rs1_reorder[1];
    assign debug_rs2_value_1 = rs2_value[1];
    assign debug_rs1_value_1 = rs1_value[1];
    wire [3:0] debug_rs2_reorder_2;
    wire [31:0] debug_rs2_value_2;
    wire [3:0] debug_rs1_reorder_2;
    wire [31:0] debug_rs1_value_2;
    assign debug_rs2_reorder_2 = rs2_reorder[2];
    assign debug_rs1_reorder_2 = rs1_reorder[2];
    assign debug_rs2_value_2 = rs2_value[2];
    assign debug_rs1_value_2 = rs1_value[2];
    wire [3:0] debug_rs2_reorder_5;
    wire [31:0] debug_rs2_value_5;
    wire [3:0] debug_rs1_reorder_5;
    wire [31:0] debug_rs1_value_5;
    assign debug_rs2_reorder_5 = rs2_reorder[5];
    assign debug_rs1_reorder_5 = rs1_reorder[5];
    assign debug_rs2_value_5 = rs2_value[5];
    assign debug_rs1_value_5 = rs1_value[5];
    wire [31:0] debug_reorder_5;
    assign debug_reorder_5 = reorder[5];
    assign out_fetcher_idle = (free_line != 4'b0);
    genvar j;
    generate
        for (j = 1;j < 16;j = j + 1) begin
            assign ready[j] = (busy[j] == 1'b1) && (rs1_reorder[j] == 4'b0) && (rs2_reorder[j] == 4'b0);
        end
    endgenerate
    assign free_line =  ~busy[1] ? 1 :
                        ~busy[2] ? 2 :
                        ~busy[3] ? 3 :
                        ~busy[4] ? 4 :
                        ~busy[5] ? 5 :
                        ~busy[6] ? 6 :
                        ~busy[7] ? 7 :
                        ~busy[8] ? 8 :
                        ~busy[9] ? 9 :
                        ~busy[10] ? 10 :
                        ~busy[11] ? 11 :
                        ~busy[12] ? 12 :
                        ~busy[13] ? 13 :
                        ~busy[14] ? 14 :
                        ~busy[15] ? 15 : 4'b0;
    assign ready_line = ready[1] ? 1 :
                        ready[2] ? 2 :
                        ready[3] ? 3 :
                        ready[4] ? 4 :
                        ready[5] ? 5 :
                        ready[6] ? 6 :
                        ready[7] ? 7 :
                        ready[8] ? 8 :
                        ready[9] ? 9 :
                        ready[10] ? 10 :
                        ready[11] ? 11 :
                        ready[12] ? 12 :
                        ready[13] ? 13 :
                        ready[14] ? 14 :
                        ready[15] ? 15 : 4'b0;
    integer i;
  always @(posedge clk) begin
    if (rst == 1'b1) begin
        out_alu_op <= 6'b111111;
        for (i = 1;i < 16;i = i + 1) begin
            busy[i] <= 1'b0;
            ops[i] <= 6'b111111;
        end
    end else if (rdy == 1'b1) begin
        out_alu_op <= 6'b111111;
        out_alu_reorder <= 4'b0;
        if (in_rs_misbranch == 1'b1) begin
            for (i = 1;i < 16;i = i + 1) begin
            busy[i] <= 1'b0;
            reorder[i] <= 4'b0;  
        end
        end else begin
            if (ready_line != 4'b0) begin
                out_alu_op <= ops[ready_line];
                out_alu_imm <= imms[ready_line];
                out_alu_pc <= pcs[ready_line];
                out_alu_reorder <= reorder[ready_line];
                out_alu_value_rs1 <= rs1_value[ready_line];
                out_alu_value_rs2 <= rs2_value[ready_line];
                busy[ready_line] <= 1'b0;
            end
            if (in_decode_reorder != 4'b0 && free_line != 4'b0  ) begin
                busy[free_line] <= 1'b1;
                pcs[free_line] <= in_decode_pc;
                imms[free_line] <= in_decode_imm;
                ops[free_line] <= in_decode_op;
                reorder[free_line] <= in_decode_reorder;
                rs1_value[free_line] <= in_decode_value_rs1;
                rs2_value[free_line] <= in_decode_value_rs2;
                rs1_reorder[free_line] <= in_decode_reorder_rs1;
                rs2_reorder[free_line] <= in_decode_reorder_rs2;
                if (in_decode_reorder_rs1 != 4'b0 && in_decode_reorder_rs1 == in_rob_update_reorder) begin
                    rs1_reorder[free_line] <= 4'b0;
                    rs1_value[free_line] <= in_rob_update_value;
                end
                if (in_decode_reorder_rs2 != 4'b0 && in_decode_reorder_rs2 == in_rob_update_reorder) begin
                    rs2_reorder[free_line] <= 4'b0;
                    rs2_value[free_line] <= in_rob_update_value;
                end 
            end
            if (in_rob_update_reorder != 4'b0) begin
                for (i = 1; i < 16; i = i + 1) begin
                    if (busy[i] == 1'b1 && (rs1_reorder[i] == in_rob_update_reorder)) begin
                        rs1_reorder[i] <= 4'b0;
                        rs1_value[i] <= in_rob_update_value;
                    end
                    if (busy[i] == 1'b1 && (rs2_reorder[i] == in_rob_update_reorder)) begin
                        rs2_reorder[i] <= 4'b0;
                        rs2_value[i] <= in_rob_update_value;
                    end
                end
            end
            if (in_rob_update_reorder != 4'b0) begin
                for (i = 1; i < 16; i = i + 1) begin
                    if (busy[i] == 1'b1 && (rs1_reorder[i] == in_rob_update_reorder)) begin
                        rs1_reorder[i] <= 4'b0;
                        rs1_value[i] <= in_rob_update_value;
                    end
                    if (busy[i] == 1'b1 && (rs2_reorder[i] == in_rob_update_reorder)) begin
                        rs2_reorder[i] <= 4'b0;
                        rs2_value[i] <= in_rob_update_value;
                    end
                end
            end
        end
    end else begin
    end
  end
endmodule
```

## flow/run.sh

```bash
#!/bin/bash
# OpenROAD 26Q1-2900-gdf79404cd8, Yosys 0.63+post, stock flow scripts
make -C /OpenROAD-flow-scripts/flow DESIGN_CONFIG=/design/flow/config.mk WORK_HOME=/design/flow/orfs finish
```

==> reports/qor.txt <==
status: finished, final reports clean
pin count of the biggest net entering global routing: 101
highest clock frequency the design can meet: 0.0677 GHz
tally of yosys warning messages: 1
slowest cell delay on critical path: 0.72 ns
number of synthesized flops with an enable pin: 2338
fraction of the mapped netlist area in simple logic gates: 5.94%
highest metal layer with signal wires: met5
Worst Setup End Kind: register
initial antenna violation count: 45
Setup violations, final: 0
DRC: 0
Crit path arrival time: 15.29 ns
setup slack of the most critical reg-to-reg path: 44.37 ns
number of detailed-routing iterations run before antenna repair: 10
Die Size: 0.355 sq mm
mean instance size in the synthesized netlist: 15.2 sq um
final worst setup slack: 35.34 ns
count of warning messages emitted by the tools: 95
worst slack at placement: 34.54 ns
Slew Limit Headroom: 31.8%
sum of net half-perimeters after detailed placement: 188000 um
top library cells by usage in the layout, fill and taps aside: 2338 x sky130_fd_sc_hd__edfxtp_1, 1086 x sky130_fd_sc_hd__mux2_2, 543 x sky130_fd_sc_hd__nand2_1, 539 x sky130_fd_sc_hd__a222oi_1, 512 x sky130_fd_sc_hd__a21oi_1
cell total in the yosys stat output: 6967
final setup skew: 0.0462 ns
end of the worst register-to-register path: imms[15][5]
fraction of registers with async set/reset: 0%
most frequently placed logic cell in the final layout: sky130_fd_sc_hd__edfxtp_1
total clock sinks: 2479
number of global-route vias before repair: 68500
Pins Over Slew Limit: 0
CP max stage cell: sky130_fd_sc_hd__clkdlybuf4s50_1
root buffer cell: sky130_fd_sc_hd__clkbuf_16
cell family with the largest share of critical-path delay: buffers and inverters
number of max-capacitance violations reported: 0
xor+xnor area frac: 1.04%
largest voltage drop on the vdd net: 33.6 uV
RR Startpoint: busy[3]
most used flip-flop cell after synthesis: sky130_fd_sc_hd__edfxtp_1
combined area of all synthesized cells: 0.106 sq mm
TritonCTS Buffers: 243
routed wire length on met3: 52800 um
top-level port count: 391
Dominant combinational family: multiplexers
measured slew at the worst slew-check pin: 1.01 ns
Routability Congestion: 0.884
worst hold path startpoint: rs1_reorder[13][2]
list of cells traversed by the critical path: clkdlybuf4s50_1 > nor2b_1 > nor2b_1 > o311ai_1 > buf_4 > nor2_2 > buf_4 > nand3_1 > inv_4 > buf_4 > buf_4 > buf_4
proportion of synthesized area in mux cells: 12.4%
number of buffers between clock root and the deepest sink: 4
final wirelength: 334000 um
Registers, synthesis: 2479
Die W: 596 um
required time worst endpoint: 50.62 ns
number of cells upsized or downsized after cts: 0
RSZ-0062 raised after global routing: false
shortest clock period the worst path allows after layout: 14.76 ns
cell type contributing the most total cell area after synthesis: sky130_fd_sc_hd__edfxtp_1
Hold WC Path Type: reg -> reg
area of the synthesized netlist per yosys stat: 0.106 sq mm
met2 layer wire length in the routed design: 156000 um
routed metal-1 wirelength: 112000 um
cts hold-fix bufs: 0
setup repair bufs after CTS: 0
Critical Path Most Common Cell: sky130_fd_sc_hd__buf_4
area fraction in compound gates after synthesis: 8.72%
setup TNS: 0 ns
area share of the leading cell type in the synthesized netlist: 66.4%
combinational cell area excluding buffers and inverters: 0.0305 sq mm
register share of total power: 54.5%
H-tree depth: 4
first-pass GRT wire length: 476000 um
residual antenna-violating net count after detailed routing: 0
Worst Hold Path EP: rs1_reorder[13][2]
number of filler instances in the final layout: 32600
routed via count: 65600
CTS tree: done
clock transition time at the flip-flop clock pins of the worst setup and hold paths: 0.06 ns
Worst Path Max Fanout: 34
Flop area: 0.0730 sq mm
quantity of I/O buffers inserted on ports: 324
floorplan die height: 596 um
ratio of cells with drive above 1 in the final layout: 23.8%
Logic pwr share: 4.5%
area growth from synthesis to final layout: 15.3%
P_sw: 0.892 mW
Post-Syn Instances: 6967
average wire per cell in the routed design: 27.7 um
Hold Path Depth: 2
clock network power share: 41.0%
cell-internal power: 3.32 mW
fin crit share: 29.5%
cell row count: 217
startpoint kind of the worst setup timing path: primary input
Adder Area Share: 0%
initial DRC count: 5969
total routing usage reported by global routing: 19.6%
sequential fraction of the synthesis area: 69.0%
Hold Fails Final Rpt: 0
number of buffers and inverters on the critical path: 7
top cells by area: sky130_fd_sc_hd__edfxtp_1 66%, sky130_fd_sc_hd__mux2_2 12%, sky130_fd_sc_hd__a222oi_1 5.1%
Pwr per Cell Area: 34.5 mW/mm^2
core region area: 0.350 sq mm
overall overflow remaining after global route: 0
DR vias/cell: 5.45
leakage power of the design: 39.8 nW
worst-case reg-to-reg path depth: 11
switching share of power: 21.2%
WS Path Type: in -> reg
insertion delay at the late pin of the worst-skew pair: 0.91 ns
starting density of the core: 30.2%
count of unique library cells instantiated by Yosys: 67
Yosys cell counts, drive strengths merged, types with 3 or more instances:
cell type  instances
a2111oi            3
a21o               4
a21oi            513
a222oi           539
a22o               4
a22oi             12
a31oi              9
and2              65
and3              22
and4               8
buf              139
clkbuf           548
dfxtp            141
edfxtp          2338
inv               25
mux2            1117
mux2i             58
nand2            553
nand2b           124
nand3             25
nand4             74
nand4b             7
nor2             159
nor2b             17
nor3              25
nor4              40
o211a              3
o211ai            10
o21ai             17
o22a               3
o22ai              3
o311ai            14
o31ai             56
o41a               4
or2               14
or4              128
xnor2             19
xor2             107
how the worst max path moves through the flow:
stage                 from     endpoint  slack, ns  depth (start not counted)
after CTS              rst  imms[15][5]      35.47                         12
after global routing   rst   imms[3][5]      35.24                         12
final                  rst  imms[15][5]      35.34                         12
tightest hold or removal path, stage by stage (launching register included):
cell                      delay, ns
sky130_fd_sc_hd__dfxtp_1       0.32
sky130_fd_sc_hd__nand2_1       0.06
sky130_fd_sc_hd__mux2i_1       0.06
power by group through the flow:
stage / combinational (mW) / clock, mW / sequential, mW
4_1_cts: 0.190 / 1.75 / 2.29
5_1_grt: 0.207 / 1.83 / 2.30
6_report: 0.191 / 1.72 / 2.29
metal layers:
metal / vias to the layer above / track usage (%)
li1: 28200 / -
met1: 32300 / 22.0
met2: 4314 / 30.0
met3: 690 / 13.1
met4: 54 / 6.23
met5: - / 0.974
sequential cells by signal, summed over array words and instances, names as in the netlist:
register,count
out_alu_pc,32
out_alu_op,6
rs1_reorder,60
busy,15
rs2_value,512
ops,94
rs1_value,512
out_alu_reorder,4
reorder,64
out_alu_imm,32
out_alu_value_rs1,32
out_alu_value_rs2,32
imms,512
rs2_reorder,60
pcs,512
logic make-up after synthesis:
| kind of cell | count (synthesis) |
|---|---|
| AND-OR/OR-AND | 1211 |
| XOR/XNOR | 126 |
| buffers and inverters | 712 |
| flip-flops | 2479 |
| multiplexers | 1175 |
| other | 1 |
| AND/OR/NAND/NOR | 1263 |
per-stage QoR:
step	hold slack (ns)	power (mW)	cells	utilization [%]	cell area, sq um
3_5_place_dp	0.481	2.53	11600	32.7	115000
2_1_floorplan	0.431	2.45	7102	-	106000
6_report	0.490	4.21	12000	34.8	122000
3_3_place_gp	0.470	2.52	11600	32.7	115000
5_1_grt	0.516	4.33	12000	34.8	122000
4_1_cts	0.489	4.24	12000	34.8	122000
area by class of cell:
cell class | count | share of cell area, %
sequential | 2479 | 59.9
multi-input combinational | 3911 | 25.0
clock buffer | 308 | 5.27
tap | 4599 | 4.72
timing repair buffer | 575 | 4.23
clock inverter | 130 | 0.734
inverter | 25 | 0.114
antenna | 15 | 0.0308
Power and IR drop assume default switching activity.
