**flow/config.mk**
```make
export PLATFORM = sky130hd
export DESIGN_NAME = fetcher
export DESIGN_NICKNAME = fetcher
export VERILOG_FILES = /design/flow/design.v
export SDC_FILE = /design/flow/constraint.sdc
export NUM_CORES = 4
export LEC_CHECK = 1
export CORE_UTILIZATION = 50
export SYNTH_MEMORY_MAX_BITS = 65536
```
**flow/constraint.sdc**
```tcl
current_design fetcher

set clk_period 257.4
set clk_io_pct 0.2

create_clock -name clk0 -period $clk_period [get_ports {clk}]

set non_clock_inputs [all_inputs -no_clocks]
set_input_delay [expr $clk_period * $clk_io_pct] -clock clk0 $non_clock_inputs
set_output_delay [expr $clk_period * $clk_io_pct] -clock clk0 [all_outputs]
```
**flow/design.v**
```verilog
module fetcher(
    input clk,
    input rst,
    input rdy,
    input in_mem_get_instr,  
    input [31:0] in_mem_instr,
    input in_slb_idle,
    input in_rob_idle,
    input in_rs_idle,
    output reg [31:0] out_instr,
    output reg [31:0] out_pc,
    output reg out_decode_get_instr,
    output reg out_mem_get_instr,  
    output reg [31:0] out_mem_pc,
    input in_bp_jump,
    output reg out_decode_jump,
    output [7:0] out_bp_tag,
    input in_fetcher_misbranch,
    input [31:0] in_fetcher_misbranch_pc
);
    localparam IDLE = 2'b0,WAIT_MEM = 2'b1,WAIT_IDLE = 2'b10; 
    reg [2:0] state;
    reg [24:0] icache_tag [(256-1):0];  
    reg [31:0] icache_instr [(256-1):0];
    reg icache_valid [(256-1):0];
    reg [31:0] pc;
    wire next_idle;
    assign next_idle = in_slb_idle && in_rs_idle && in_rob_idle  ; 
    reg wait_reorder_for_icache;
    reg debug;
    assign out_bp_tag = pc[9:2];
    wire [31:0] debug_icache;
    assign debug_icache = icache_instr[44];
    integer i;
    always @(posedge clk) begin
        if (rst == 1'b1) begin
            state <= IDLE;
            pc <= 32'b0;
            out_mem_get_instr <= 1'b0;
            out_mem_pc <= 32'b0;
            out_instr <= 32'b0;
            out_pc <= 32'b0;
            out_decode_get_instr <= 1'b0;
            debug <= 1'b0;
            for (i = 1;i < 256;i = i + 1) begin
                icache_valid[i] <= 1'b0;
            end
            wait_reorder_for_icache <= 1'b0;
        end else if (rdy == 1'b1) begin
            out_mem_get_instr <= 1'b0;
            out_decode_get_instr <= 1'b0;
            debug <= 1'b0;
            out_decode_jump <= 1'b0; 
            wait_reorder_for_icache <= 1'b0; 
            if (in_fetcher_misbranch == 1'b1) begin
                pc <= in_fetcher_misbranch_pc;
                state <= IDLE;
                out_mem_get_instr <= 1'b0;
                out_mem_pc <= 32'b0;
                out_instr <= 32'b0;
                out_pc <= 32'b0;
                out_decode_get_instr <= 1'b0;
                debug <= 1'b0;
                for (i = 1;i < 256;i = i + 1) begin
                    icache_valid[i] <= 1'b0;
                end
            end else begin
                if (next_idle == 1'b0) begin
                    state <= WAIT_IDLE;
                end else if (state == IDLE) begin
                    if (icache_valid[pc[31:8]] == 1'b1 && icache_tag[pc[7:0]] == pc[31:8]) begin
                        if (wait_reorder_for_icache == 1'b1) begin
                            wait_reorder_for_icache <= 1'b0;
                            debug <= 1'b1;
                            out_instr <= icache_instr[pc[7:0]];
                            out_pc <= pc;
                            out_decode_get_instr <= 1'b1;
                            if (next_idle == 1'b1) begin
                                state = IDLE;
                                if (icache_instr[pc[7:0]][6:0] == 7'b1101111) begin  
                                    pc <= pc + {{12{icache_instr[pc[7:0]][31]}}, icache_instr[pc[7:0]][19:12], icache_instr[pc[7:0]][20], icache_instr[pc[7:0]][30:25], icache_instr[pc[7:0]][24:21], 1'b0};
                                end else if (icache_instr[pc[7:0]][6:0] == 7'b1100011) begin  
                                    if (in_bp_jump == 1'b1) begin
                                        out_decode_jump <= 1'b1;
                                        pc <= pc + {{20{icache_instr[pc[7:0]][31]}}, icache_instr[pc[7:0]][7], icache_instr[pc[7:0]][30:25], icache_instr[pc[7:0]][11:8], 1'b0};
                                    end else begin
                                        out_decode_jump <= 1'b0;
                                        pc <= pc + 4;
                                    end
                                end else begin
                                    pc <= pc + 4;
                                end
                            end else begin
                                state = WAIT_IDLE;
                            end
                        end else begin
                            wait_reorder_for_icache <= 1'b1;
                        end
                    end else begin
                        state = WAIT_MEM;
                        out_mem_get_instr <= 1'b1;
                        out_mem_pc <= pc;
                    end
                end else if (state == WAIT_MEM) begin
                    if (in_mem_get_instr == 1'b1) begin
                        out_instr <= in_mem_instr;
                        out_pc <= pc;
                        out_decode_get_instr <= 1'b1;
                        icache_valid[pc[7:0]] <= 1'b1;
                        icache_tag[pc[7:0]] <= pc[31:8];
                        icache_instr[pc[7:0]] <= in_mem_instr;
                        if (next_idle == 1'b1) begin
                            state = IDLE;
                            if (in_mem_instr[6:0] == 7'b1101111) begin  
                                pc <= pc + {{12{in_mem_instr[31]}}, in_mem_instr[19:12], in_mem_instr[20], in_mem_instr[30:25], in_mem_instr[24:21], 1'b0};
                            end else if (in_mem_instr[6:0] == 7'b1100011) begin  
                                if (in_bp_jump == 1'b1) begin
                                    out_decode_jump <= 1'b1;
                                    pc <= pc + {{20{in_mem_instr[31]}}, in_mem_instr[7], in_mem_instr[30:25], in_mem_instr[11:8], 1'b0};
                                end else begin
                                    out_decode_jump <= 1'b0;
                                    pc <= pc + 4;
                                end
                            end else begin
                                pc <= pc + 4;
                            end
                        end else begin
                        state = WAIT_IDLE;
                        end
                    end
                end else if (state == WAIT_IDLE && next_idle == 1'b1) begin
                    state <= IDLE;
                    out_decode_get_instr <= 1'b1;
                end
            end
        end else begin
        end
    end
endmodule
```
**flow/run.sh**
```bash
#!/bin/bash
# OpenROAD 26Q1-2900-gdf79404cd8, Yosys 0.63+post, stock flow scripts
make -C /OpenROAD-flow-scripts/flow DESIGN_CONFIG=/design/flow/config.mk WORK_HOME=/design/flow/orfs finish
```
==> flow_metrics.tcl <==
# metrics dict for downstream scripts
set metrics [dict create \
    fin_skew_ps 102 \
    viasPerCell 6.35 \
    timing.reg2reg.setup_slack_ps 245260 \
    cts_tree "done" \
    drt-wirelength-per-cell_um 43.4 \
    grt_pass1_wl_um 2570000 \
    setup_violations 0 \
    arrival_ps 56600 \
    top_area_share_pct 75.9 \
    period_needed_ps 55710 \
    nFillCells 80800 \
    clkSinkCount 14700 \
    htreeDepth 7 \
    synth_chip_area_mm2 0.567 \
    io_pins 180 \
    drc 0 \
    grt_pass1_vias 300000 \
    dp_hpwl_um 1280000 \
    async_flop_share_pct 0 \
    drive_above_1_share_pct 29.0 \
    first_pass_iters 6 \
    cp-start-kind "primary input" \
    cp.required_ps 258290 \
    hold_viol_final 0 \
    crit_type "in -> reg" \
    ctsResizeCount 0 \
    fmax_mhz 17.9 \
    layout.area.comb_mm2 0.124 \
    cp-end-kind "flop" \
    postSynthSeqShare_pct 77.3 \
    edf_count 14300 \
    dp.cells 40500 \
    syn2layout_area_growth_pct 13.8 \
    ff_type "edfxtp_1" \
    numCtsBuffers 1535 \
    cap_violations 0 \
    cts_hold_buf 0 \
    clk_pin_slew_worst_paths_ps 60 \
    min_from "icache_valid[114]" \
    holdPathStages 1 \
    syn_area_per_cell_um2 22.7 \
    worstHoldEndpoint "icache_valid[114]" \
    antenna_left 0 \
    design.core.area_mm2 1.13 \
    clock_latency_ps 1330 \
    openroad.warnings 31 \
    drt_wl_total_um 1920000 \
    p_per_area_mw_per_mm2 7.81 \
    rows 391 \
    die_area_mm2 1.14 \
    ys_cells 25000 \
    post-route-period-util_pct 21.6 \
    p_leak_uw 0.199 \
    tightestPinTransition_ps 1450 \
    fin_cells 44200 \
    antenna_found_initial 310 \
    drv_slew 0 \
    die-width_um 1070 \
    initCoreUtil_pct 50.1 \
    ir_worst_vdd_mv 0.00599 \
    cts_root_buffer "clkbuf_16" \
    reg2regPathDepth 23 \
    global_route.usage.total_pct 38.5 \
    largest_area_cell "edfxtp_1" \
    ys_types 93 \
    hold_path_class "reg -> reg" \
    area_leaders "edfxtp_1 (76%), mux4_2 (16%), dfxtp_1 (1.4%)" \
    vias 280000 \
    syn-cell-area_mm2 0.567 \
    syn_inst 25000 \
    crit_fanout 27 \
    drt_iter0_drc 21700 \
    io_buffers 179 \
    tns_ps 0 \
    relSlewSlack_pct 1.03 \
    grt_max_degree 89 \
    rsz0062_at_grt "false" \
    yosysWarnings 1 \
    outcome "finished, final reports clean" \
    cts_buffer_depth 6 \
    seq_area_mm2 0.439 \
    postCtsSetupBuffers 0 \
    gpl.final_weighted_congestion 1.01 \
    ys_ff 14700 \
    grt.overflow.total 0 \
    die-height_um 1070 \
]
[state kept, by name, indices dropped and copies added (netlist names), named ones only]
register	count
icache_valid	256
out_mem_pc	32
out_mem_get_instr	1
out_decode_jump	1
icache_tag	6144
out_instr	32
pc	32
out_pc	32
state	3
icache_instr	8192
wait_reorder_for_icache	1
out_decode_get_instr	1
[how the worst max path moves through the flow]
stage                 from                     to  slack [ps]  cells past startpoint
after CTS              rdy  icache_instr[159][30]      201860                     10
after global routing   rdy  icache_instr[159][30]      201670                     10
final                  rdy  icache_instr[159][30]      201690                     10
[cell usage after synthesis, types with 46 or more instances]
cell / count
nand3_1: 169
buf_6: 99
clkbuf_1: 562
nor3_1: 77
nor2b_1: 50
a21oi_1: 339
nand2_1: 680
buf_2: 436
a21o_1: 296
a22oi_1: 274
o21ai_0: 148
mux2i_1: 692
a22o_1: 73
a2111oi_0: 53
o22ai_1: 286
nor2_1: 463
a31oi_1: 54
inv_1: 46
buf_1: 140
ha_1: 90
nand2b_1: 55
a211oi_1: 191
nand4_1: 84
dfxtp_1: 406
edfxtp_1: 14300
mux4_2: 3930
xnor2_1: 75
buf_4: 202
mux2_2: 90
[area by class of cell]
| cell class | instances | area share [%] |
|---|---|---|
| tap | 15100 | 2.93 |
| multi-input combinational | 8750 | 19.2 |
| clock buffer | 1977 | 6.35 |
| antenna | 1043 | 0.404 |
| inverter | 49 | 0.0335 |
| timing repair buffer | 1787 | 2.24 |
| clock inverter | 703 | 0.920 |
| sequential | 14700 | 68.0 |
[per-stage QoR]
stage	area, um2	utilization [%]	hold WS (ps)	setup slack (ps)	power, uW
finish	646000	57.0	445	201690	5040
global route	645000	57.0	455	201670	5150
CTS	643000	56.8	446	201860	5050
detailed placement	596000	52.7	433	200550	2970
global placement	596000	52.7	427	200490	2970
floorplan	567000	-	403	201410	2810
[cell usage in the layout (no fill, tap or decap), drive strengths merged, types with 34 or more instances in the layout]
cell and instances:
nand3 171, a211o 38, and3 34, o211ai 43, nand4 84, nor2b 50, nand2 680, mux2 90
edfxtp 14300, inv 76, nor2 463, a31oi 54, buf 1642, mux2i 692, dfxtp 406, nand2b 55
o21ai 154, xnor2 76, a22o 73, nor3 77, clkdlybuf4s50 145, xor2 40, a22oi 274, nor4 39
a2111oi 54, diode 1043, bufinv 94, a21o 296, and2 34, a21oi 339, clkbuf 1977, clkinv 558
o22ai 286, ha 90, mux4 3930, a211oi 191, a221oi 43
[report_power, final]
part | switching, uW | leakage, uW | total (uW) | internal, uW
clock network | 898 | 0.0230 | 2110 | 1210
registers | 5.09 | 0.132 | 2640 | 2630
logic | 211 | 0.0436 | 294 | 82.9
[worst max-delay path, stage by stage]
cell and delay [ps]:
clkdlybuf4s50_1 800, nand3_1 250, or3_2 630, buf_4 280, nor3_1 460, buf_4 290, nand2_2 530, nor2_4 880
buf_4 430, buf_4 490
[per-layer routing]
| metal | GRT usage (%) | wire, um | vias up |
|---|---|---|---|
| li1 | - | - | 112000 |
| met1 | 42.1 | 504000 | 143000 |
| met2 | 49.2 | 836000 | 21700 |
| met3 | 35.8 | 424000 | 3911 |
| met4 | 20.5 | 139000 | 239 |
| met5 | 10.8 | 11700 | - |
[kinds of logic (layout without fill, tap and decap cells)]
group	count (synthesis)	after routing	synth area share, %
adder cells (fa/ha/maj)	94	94	0.213
buffers and inverters	1493	4516	1.36
other	0	1043	0
AND/OR/NAND/NOR	1805	1805	1.47
multiplexers	4712	4712	17.0
flip-flops	14700	14700	77.3
XOR/XNOR	116	116	0.180
AND-OR/OR-AND	2023	2023	2.47
No activity file was given, so power comes from the tool's default toggle rates.
